===== flow/design.v =====
`timescale 1 ns / 1 ns
module vga(clk_25, vs, hs, vpixel, hpixel);
input              clk_25;
output             vs;
output             hs;
output    [9:0]    vpixel;
output    [9:0]    hpixel;
parameter [9:0]    hpixel_temp = 10'b1100100000;
parameter [9:0]    vpixel_temp = 10'b1000001001;
parameter [9:0]    hspluse_wide = 10'b0001100000;
parameter [2:0]    vspluse_wide = 3'b010;
reg                synch;
reg                syncv;
reg       [9:0]    h_count;
reg       [9:0]    v_count;
always @(posedge clk_25)
begin
	if (h_count == hpixel_temp - 1'b1)
		begin
			synch <= 1'b1;
			h_count <= 10'b0000000000;
			v_count <= v_count + 1'b1;
		end
	else
		h_count <= h_count + 1'b1;
	if (v_count == vpixel_temp - 1'b1)
		begin
			syncv <= 1'b1;
			v_count <= 10'b0000000000;
		end
	if (synch == 1'b1)
		begin
			if (h_count + 1'b1 == hspluse_wide)
				synch <= 1'b0;
		end
	if (syncv == 1'b1)
		begin
			if (v_count == vspluse_wide)
				syncv <= 1'b0;
		end
end
assign vs = syncv;
assign hs = synch;
assign vpixel = v_count;
assign hpixel = h_count;
endmodule

===== flow/run.sh =====
#!/bin/bash
# OpenROAD 26Q1-2900-gdf79404cd8, Yosys 0.63+post, stock flow scripts
make -C /OpenROAD-flow-scripts/flow DESIGN_CONFIG=/design/flow/config.mk WORK_HOME=/design/flow/orfs finish

===== flow/config.mk =====
export PLATFORM = sky130hd
export DESIGN_NAME = vga
export DESIGN_NICKNAME = vga
export VERILOG_FILES = /design/flow/design.v
export SDC_FILE = /design/flow/constraint.sdc
export NUM_CORES = 4
export LEC_CHECK = 1
export CORE_AREA = 10 10 88 88
export DIE_AREA = 0 0 98 98

===== flow/constraint.sdc =====
current_design vga

set clk_period 2.8
set clk_io_pct 0.2

create_clock -name clk0 -period $clk_period [get_ports {clk_25}]

set non_clock_inputs [all_inputs -no_clocks]
set_input_delay [expr $clk_period * $clk_io_pct] -clock clk0 $non_clock_inputs
set_output_delay [expr $clk_period * $clk_io_pct] -clock clk0 [all_outputs]

==> reports/qor.csv <==
stage,metric,value,unit
cts,clock sink count,22,
cts,Worst-path clk slew,0.08,ns
sta,Fin Setup TNS,0,ns
worst_setup_path,worst-path maximum fanout,12,
synthesis,top cells by count,"dfxtp_1, nor2_1, nand2_1",
synthesis,synthesized netlist cell count,115,
route,initial DRC count,55,
status,status,completed,
sta,Final setup viols,0,
cts,Resized Gates After CTS,0,
finish,Finished Layout Cells,211,
cts,clk buf depth,2,
placement,detailed placer's ending HPWL,1843,um
worst_setup_path,CP arrival,2.16,ns
floorplan,Chip Width,98,um
route,via count,858,
route,total wire length,2389,um
placement,GP Congestion,0.7949,
worst_setup_path,kind of critical path,reg2reg,
power_and_ir_drop,"Power, Total",0.0005029,W
route,Detail Route Antenna Nets,0,
global_route,vias in the first global route,804,
synthesis,Netlist Area Pre-Place,0.001081,mm^2
finish,share of cells above drive strength 1,0.07353,
synthesis,count of library flops with an enable pin,0,
cts,htree depth,1,
cts,worst-skew pair later-pin latency,0.26,ns
worst_setup_path,WP buf/inv,0,
floorplan,I/O pins,23,
worst_setup_path,CP endpoint kind,register,
worst_setup_path,Critical Path Start Type,register,
synthesis,Synth Seq Share,0.4074,
placement,PortBufs,22,
synthesis,leading area contributor after synthesis,dfxtp_1,
global_route,GRT Util Overall,0.05052,
synthesis,Cell Type Count,35,
sta,Worst Max-Slew Pin Slew,0.5927,ns
route,Ant. Diodes,0,
global_route,first-pass GRT wire length,4091,um
sta,Pins Over Slew Limit,0,
floorplan,Initial Util,0.1826,
worst_hold_path,Hold Path Class,reg2reg,
global_route,initial antenna violation count,0,
synthesis,Top-area cell share,0.4074,
floorplan,DIE AREA,0.009604,mm^2
synthesis,Synth Register Bits,22,
worst_setup_path,slowest CP cell,nor3_4,
route,DRT Pass-1 Iters,4,
synthesis,most frequent cell after synthesis,dfxtp_1,
power_and_ir_drop,PwrDens,358.9,mW/mm^2
sta,Tmin final,2.015,ns
job,tool warnings,27,
worst_setup_path,crit path DRT,2.94,ns
floorplan,Die Height,98,um
synthesis,synthesized area per cell,9.400,um^2
power_and_ir_drop,Lkg Pwr,0.4807,nW
sta,Fmax,496.3,MHz
global_route,largest net degree at the start of global routing,13,
sta,Slew Limit Headroom,0.6036,
cts,hold buffer count at cts,0,
cts,CTS tree,built,
route,vias per cell,4.066,
worst_setup_path,Crit path max-delay family,simple AND/OR/NAND/NOR gates,
placement,placed insts,208,
synthesis,YS chip area,0.001081,mm^2
sta,Tcrit/Tclk final,0.7196,
cts,clock buffer count from CTS,3,
cts,Post CTS Setup Buffer Count,0,
route,residual DRC count,0,
worst_setup_path,CP cell instances,"ha_1, nand4_2, nor3_4, nand4_1, mux2i_1",
synthesis,"top cells, area","dfxtp_1, xnor2_1, xor2_1",
placement,Placement Cell Area,0.001360,mm^2
worst_setup_path,critical path's largest stage delay,0.59,ns
global_route,Congestion Overflow GR,0,
finish,Layout area overhead,29.63,%
sta,unrepaired setup endpoints after global routing,false,
sta,skew final,0.007151,ns
synthesis,"Primary FF master, synth",dfxtp_1,
power_and_ir_drop,VDD IR max,0.2095,mV
floorplan,core area,0.005921,mm^2
route,routed len/inst,11.32,um
floorplan,row count,28,
cts,clock root cell,clkbuf_8,
synthesis,yosys cell count,115,
job,Max-Cap Viols,0,
finish,Fill cells,644,
synthesis,async set-reset flop share out of synthesis,0,
sta,"Hold Vio Cnt, Final",0,
finish,Post-Layout Inst Area,0.001401,mm^2
synthesis,synth warn,1,
cell type report:
type                    instances  area [um^2]  area share
clock buffers                   3        41.29     0.02946
repair buffers                 22        220.2      0.1571
flip-flops and latches         22        440.4      0.3143
well taps                      75        93.84     0.06696
multi-input cells              85        590.6      0.4214
inverters                       4        15.01     0.01071
worst paths after layout:
check,from,endpoint,slack (ns),depth (start not counted)
setup / recovery,h_count[0],v_count[9],0.79,5
hold / removal,syncv,syncv,0.48,2
setup reg to reg,h_count[0],v_count[9],0.79,5
hold reg to reg,syncv,syncv,0.48,2
worst min-delay path, cell delays in order, from the launching register on:
cell	delay (ns)
dfxtp_1	0.33
inv_1	0.06
a21oi_1	0.05
stage by stage:
step	setup slack, ns	hold slack [ns]	util
floorplan	1.204	0.4254	-
global placement	0.8950	0.4484	0.2297
detailed placement	0.7889	0.4618	0.2297
CTS	0.7693	0.4733	0.2367
global route	0.5785	0.5057	0.2367
finish	0.7853	0.4762	0.2367
cell usage in the layout, fill, tap and decap left out, types with 4 or more instances in the layout:
cell type,count
clkdlybuf4s50_1,22
xnor2_1,8
o21ai_0,4
nor2_1,13
nand3_1,5
dfxtp_1,22
inv_1,4
nand4_1,8
ha_1,4
xor2_1,6
nand2_1,10
flip-flops by register name, indices dropped and copies added (netlist names):
register,count
h_count,10
v_count,10
synch,1
syncv,1
logic make-up after synthesis:
family,count (synthesis),share of synthesized area
xor gates and xnor gates,15,0.1285
buffers and inverters,8,0.04629
muxes,2,0.01852
AOI/OAI and AO/OA,11,0.06135
and+or+nand+nor,53,0.2917
DFF,22,0.4074
adders and majority gates,4,0.04630
power breakdown:
part           switching (W)        total, W  internal, W
combinational              0  0.000000000282            0
sequential                 0        0.000313     0.000313
clock              0.0000946        0.000190    0.0000958
total              0.0000946        0.000503     0.000408
per-layer routing:
layer	wire (um)	share of wire	GRT usage	vias up
li1	-	-	-	446
met4	14	0.0059	0.002237	0
met3	281	0.12	0.02845	2
met2	948	0.40	0.07056	25
met1	1144	0.48	0.06988	385
met5	0	0	0	-
Power is estimated from default activity; no workload was simulated.
